==> design.v <==
module async_fifo_memory #(parameter DATA_WIDTH = 8, DEPTH = 16, ADDR_WIDTH = 4) (
    input wire wr_clk,
    input wire rd_clk,
    input wire [DATA_WIDTH-1:0] write_data,
    input wire write_en,
    input wire [ADDR_WIDTH-1:0] write_addr,
    output reg [DATA_WIDTH-1:0] read_data,
    input wire [ADDR_WIDTH-1:0] read_addr
);
    reg [DATA_WIDTH-1:0] memory [0:DEPTH-1];
    always @(posedge wr_clk) begin
        if (write_en) begin
            memory[write_addr] <= write_data;
        end
    end
    always @(posedge rd_clk) begin
        read_data <= memory[read_addr];
    end
endmodule
module async_fifo_status #(parameter DEPTH = 16, ADDR_WIDTH = 4) (
    input wire wr_clk,
    input wire rd_clk,
    input wire reset,
    input wire [ADDR_WIDTH:0] gray_write_ptr,
    input wire [ADDR_WIDTH:0] gray_read_ptr,
    output reg full,
    output reg empty
);
    reg [ADDR_WIDTH:0] synched_gray_write_ptr;
    reg [ADDR_WIDTH:0] synched_gray_read_ptr;
    always @(posedge rd_clk or posedge reset) begin
        if (reset) begin
            synched_gray_write_ptr <= 0;
        end else begin
            synched_gray_write_ptr <= gray_write_ptr;
        end
    end
    always @(posedge wr_clk or posedge reset) begin
        if (reset) begin
            synched_gray_read_ptr <= 0;
        end else begin
            synched_gray_read_ptr <= gray_read_ptr;
        end
    end
    always @(*) begin
        full = (gray_write_ptr[ADDR_WIDTH-1:0] == synched_gray_read_ptr[ADDR_WIDTH-1:0]) &&
               (gray_write_ptr[ADDR_WIDTH] != synched_gray_read_ptr[ADDR_WIDTH]);
        empty = (gray_write_ptr == synched_gray_read_ptr);
    end
endmodule
module async_read_pointer #(parameter DEPTH = 16, ADDR_WIDTH = 4) (
    input wire rd_clk,
    input wire reset,
    input wire read_en,
    output reg [ADDR_WIDTH-1:0] read_addr,
    output reg [ADDR_WIDTH:0] gray_read_ptr
);
    reg [ADDR_WIDTH:0] binary_read_ptr;
    always @(posedge rd_clk or posedge reset) begin
        if (reset) begin
            binary_read_ptr <= 0;
            gray_read_ptr <= 0;
        end else if (read_en) begin
            binary_read_ptr <= binary_read_ptr + 1;
            gray_read_ptr <= (binary_read_ptr >> 1) ^ binary_read_ptr;
        end
    end
    always @(*) begin
        read_addr = binary_read_ptr[ADDR_WIDTH-1:0];
    end
endmodule
module async_write_pointer #(parameter DEPTH = 16, ADDR_WIDTH = 4) (
    input wire wr_clk,
    input wire reset,
    input wire write_en,
    output reg [ADDR_WIDTH-1:0] write_addr,
    output reg [ADDR_WIDTH:0] gray_write_ptr
);
    reg [ADDR_WIDTH:0] binary_write_ptr;
    always @(posedge wr_clk or posedge reset) begin
        if (reset) begin
            binary_write_ptr <= 0;
            gray_write_ptr <= 0;
        end else if (write_en) begin
            binary_write_ptr <= binary_write_ptr + 1;
            gray_write_ptr <= (binary_write_ptr >> 1) ^ binary_write_ptr;
        end
    end
    always @(*) begin
        write_addr = binary_write_ptr[ADDR_WIDTH-1:0];
    end
endmodule
module concurrent_fifo_async_top #(parameter DATA_WIDTH = 8, DEPTH = 16) (
    input wire wr_clk,
    input wire rd_clk,
    input wire reset,
    input wire write_en,
    input wire read_en,
    input wire [DATA_WIDTH-1:0] write_data,
    output wire [DATA_WIDTH-1:0] read_data,
    output wire full,
    output wire empty
);
    localparam ADDR_WIDTH = $clog2(DEPTH);
    wire [ADDR_WIDTH-1:0] write_addr, read_addr;
    wire [ADDR_WIDTH:0] gray_write_ptr, gray_read_ptr;
    async_fifo_memory #(.DATA_WIDTH(DATA_WIDTH), .DEPTH(DEPTH)) fifo_mem (
        .wr_clk(wr_clk),
        .rd_clk(rd_clk),
        .write_data(write_data),
        .write_en(write_en),
        .write_addr(write_addr),
        .read_data(read_data),
        .read_addr(read_addr)
    );
    async_write_pointer #(.DEPTH(DEPTH)) wr_ptr (
        .wr_clk(wr_clk),
        .reset(reset),
        .write_en(write_en),
        .write_addr(write_addr),
        .gray_write_ptr(gray_write_ptr)
    );
    async_read_pointer #(.DEPTH(DEPTH)) rd_ptr (
        .rd_clk(rd_clk),
        .reset(reset),
        .read_en(read_en),
        .read_addr(read_addr),
        .gray_read_ptr(gray_read_ptr)
    );
    async_fifo_status #(.DEPTH(DEPTH)) status (
        .wr_clk(wr_clk),
        .rd_clk(rd_clk),
        .reset(reset),
        .gray_write_ptr(gray_write_ptr),
        .gray_read_ptr(gray_read_ptr),
        .full(full),
        .empty(empty)
    );
endmodule
==> run.sh <==
#!/bin/bash
# OpenROAD 26Q1-2900-gdf79404cd8, Yosys 0.63+post, stock flow scripts
make -C /OpenROAD-flow-scripts/flow DESIGN_CONFIG=/design/flow/config.mk WORK_HOME=/design/flow/orfs finish
==> config.mk <==
export PLATFORM = sky130hd
export DESIGN_NAME = concurrent_fifo_async_top
export DESIGN_NICKNAME = concurrent_fifo_async_top
export VERILOG_FILES = /design/flow/design.v
export SDC_FILE = /design/flow/constraint.sdc
export NUM_CORES = 4
export LEC_CHECK = 1
export CORE_UTILIZATION = 50
==> constraint.sdc <==
current_design concurrent_fifo_async_top

set clk_period 3.0
set clk_io_pct 0.2

create_clock -name clk0 -period $clk_period [get_ports {rd_clk}]
create_clock -name clk1 -period $clk_period [get_ports {wr_clk}]

set non_clock_inputs [all_inputs -no_clocks]
set_input_delay [expr $clk_period * $clk_io_pct] -clock clk0 $non_clock_inputs
set_output_delay [expr $clk_period * $clk_io_pct] -clock clk0 [all_outputs]
==> results.yml <==
# flow metrics
routing:
  drt_iter0_markers: 162
  drc: 0
  antenna_left: 0
  diodes: 0
  dr.pass1.iters: 4
  wirelength_microns: 12500
  vias: 2926
  via_per_inst: 5.86
  wire_per_inst_microns: 25.0
synth:
  ys_sh_simple_pct: 3.28
  ys_sh_mux_pct: 13.9
  yosys-stat-cells: 303
  topCombFamilyByArea: "multiplexers"
  yosys_warnings: 4
  xor_share_pct: 2.13
  ys_chip_area_sq_um: 6180
  yosysUniqueCellTypes: 26
  ys_sh_adder_pct: 2.43
  synthAoiAreaFrac_pct: 2.19
  yosys_register_bits: 159
  yosysTopAreaCell: "edfxtp_1"
  syn_avg_cell_area_sq_um: 20.4
  synth_seq_share_pct: 74.1
  syn_area_sq_um: 6180
  yosysTopAreaCellShare_pct: 62.2
  netlist_instances: 303
  topCellsByArea: "edfxtp_1 62%, dfrtp_1 9.3%, mux4_1 6.8%"
critical_path:
  worst_ep_required_time_ns: 2.40
  crit_type: "reg -> out"
  worstPathArrival_ns: 1.84
  startpoint_type: "flip-flop"
  end_kind: "output port"
  r2r_setup_slack_ns: 0.90
  rr_worst_depth: 3
  cp_max_fo: 5
power_and_ir_drop:
  powerDensity_nw_per_um2: 994
  p_leak_nw: 2.59
  ir_worst_vdd_mv: 0.538
clock_tree:
  hold_buffers: 0
  cts_resized: 0
  clkSlewWorstSetupHoldPaths_ns: 0.05
  post_cts_buffers: 0
  cts_tree: "done"
  cts_sinks: 159
hold_path:
  hp-class: "reg -> reg"
  holdPathStages: 0
sta:
  finalSetupViolations: 0
  whs_ns: 0.214
  tns_ns: 0
  worst_pin_slew_ns: 0.851
  timing.final.max_slew_violations: 0
  finalHoldViolCount: 0
  slew_headroom_pct: 43.1
  skew_ns: 0.00583
  rsz0062_at_grt: "false"
outcome:
  status: "finished clean"
cells_and_area:
  area_delta_synth_final_pct: 16.6
  final_cell_mix: "128 x edfxtp_1, 22 x dfrtp_1, 21 x clkdlybuf4s50_1"
  final_common_cell: "edfxtp_1"
  layout-drive-gt1-share_pct: 17.6
die:
  core_sq_um: 12000
  io_pins: 23
  die_area_sq_um: 12800
  die_x_microns: 113
  rows: 40
  fp.dieH_microns: 113
  fp_util_pct: 51.4
grt:
  first_global_vias: 3223
  grt_max_degree: 37
  grt_pass1_wl_microns: 18900
  grt_usage_pct: 23.5
  gr-total-overflow: 0
  antenna_found_initial: 0
job:
  maxCapViolations: 0
  warnings: 32
placed_design:
  routabilityCongestion: 0.881
  place.port_buffers: 21
  hpwl_microns: 8010
through the flow:
step / power, mW / cell area [sq um] / setup slack (ns) / instances / utilization [%]
after floorplan: 4.23 / 6180 / 1.23 / 303 / -
after CTS: 7.22 / 7210 / 0.537 / 499 / 60.0
after global placement: 4.82 / 6530 / 0.843 / 463 / 54.3
after global routing: 7.50 / 7210 / 0.437 / 499 / 60.0
final: 7.16 / 7210 / 0.565 / 499 / 60.0
after detailed placement: 4.81 / 6530 / 0.807 / 463 / 54.3
power by group:
group	total, mW	switching [mW]	internal, mW
sequential	3.09	0.298	2.79
clock	2.39	0.847	1.55
combinational	1.68	0.804	0.878
sequential cells by signal, indices dropped and copies added (netlist names):
register and cells:
fifo_mem.memory 128, fifo_mem.read_data 8, rd_ptr.binary_read_ptr 5, status.synched_gray_read_ptr 5, wr_ptr.binary_write_ptr 5, rd_ptr.gray_read_ptr 4
wr_ptr.gray_write_ptr 4
metal layers:
layer	up-vias	global-route usage, %	part of all wire [%]
met1	1444	33.7	38
li1	1294	-	-
met4	0	5.35	2.9
met2	161	34.3	48
met5	-	0	0
met3	27	14.1	12
synth_stat cells, drive strengths merged:
master	n
nor2	4
nor2b	3
and2	1
and3	16
xnor2	11
dfxtp	8
mux2	7
ha	12
inv	5
mux4	32
nand4	1
buf	8
clkbuf	7
a21oi	2
nand2	11
a22oi	16
edfxtp	128
xor2	4
nand3	3
o21ai	1
dfrtp	23
worst paths after layout:
kind                                                              to                                   start
setup / recovery                                                full  wr_ptr.binary_write_ptr[1]$_DFFE_PP0P_
hold / removal             status.synched_gray_read_ptr[3]$_DFF_PP0_     rd_ptr.gray_read_ptr[3]$_DFFE_PP0P_
setup reg to reg                       fifo_mem.read_data[4]$_DFF_P_   rd_ptr.binary_read_ptr[0]$_DFFE_PP0P_
hold reg to reg            status.synched_gray_read_ptr[3]$_DFF_PP0_     rd_ptr.gray_read_ptr[3]$_DFFE_PP0P_
max in group clk1                    fifo_mem.memory[8][4]$_DFFE_PP_  wr_ptr.binary_write_ptr[1]$_DFFE_PP0P_
max in group asynchronous      rd_ptr.binary_read_ptr[0]$_DFFE_PP0P_                                   reset
min in group asynchronous       wr_ptr.gray_write_ptr[4]$_DFFE_PP0P_                                   reset
min in group clk0              rd_ptr.binary_read_ptr[4]$_DFFE_PP0P_   rd_ptr.binary_read_ptr[4]$_DFFE_PP0P_
critical path, stage by stage (launching register included):
cell and delay (ns):
dfrtp_1 0.45, xnor2_1 0.24, nand4_1 0.14, nor2b_1 0.13, clkdlybuf4s50_1 0.46
kinds of logic after synthesis:
kind of cell | after synthesis
xor gates and xnor gates | 15
adders and majority gates | 12
and+or+nand+nor | 39
AOI/OAI and AO/OA | 19
buffers and inverters | 20
DFF | 159
muxes | 39
area by class of cell:
class / count / area [sq um]
clock buffer: 20 / 500
clock inverter: 16 / 180
fill: 844 / 4810
inverter: 5 / 18.8
multi-input combinational: 124 / 1480
sequential: 159 / 4580
tap: 147 / 184
timing repair buffer: 28 / 263
Power figures rest on the tool's default switching activity, not on a simulated workload.
